==> flow/design.v <==
module ALU #(parameter N = 8)(input logic [N-1:0] a,b, input logic [1:0] op_code, output logic [N-1:0] res);
  always_comb
    begin
      case(op_code)
        2'b00 : res = a&b;
        2'b01 : res = a^b;
        2'b10 : res = a+b;
        2'b11 : res = a-b;
        default : res = 0;
      endcase
    end
endmodule
==> flow/run.sh <==
#!/bin/bash
# OpenROAD 26Q1-2900-gdf79404cd8, Yosys 0.63+post, stock flow scripts
make -C /OpenROAD-flow-scripts/flow DESIGN_CONFIG=/design/flow/config.mk WORK_HOME=/design/flow/orfs finish
==> flow/config.mk <==
export PLATFORM = sky130hd
export DESIGN_NAME = ALU
export DESIGN_NICKNAME = ALU
export VERILOG_FILES = /design/flow/design.v
export SDC_FILE = /design/flow/constraint.sdc
export NUM_CORES = 4
export LEC_CHECK = 1
export CORE_AREA = 10 10 81 81
export DIE_AREA = 0 0 91 91
==> flow/constraint.sdc <==
current_design ALU

set clk_period 5.6
set clk_io_pct 0.2

create_clock -name clk0 -period $clk_period

set non_clock_inputs [all_inputs -no_clocks]
set_input_delay [expr $clk_period * $clk_io_pct] -clock clk0 $non_clock_inputs
set_output_delay [expr $clk_period * $clk_io_pct] -clock clk0 [all_outputs]
==> tab_implementation.tex <==
% Yosys + OpenROAD metrics
\begin{tabular}{lr}
\hline
Metric & Value \\
\hline
\multicolumn{2}{l}{\textbf{Power}} \\
Power Density & 108 mW/mm2 \\
Worst VDD drop & 0.0357 mV \\
Static leakage power & 0.000448 uW \\
Total design power & 114 uW \\
\multicolumn{2}{l}{\textbf{Synthesis}} \\
Fraction of the yosys area taken by sequential cells & 0\% \\
Number of warning messages in the yosys log & 1 \\
\# Cells Yosys & 92 \\
Chip area estimate from yosys synthesis & 717 um2 \\
Avg Cell Area, Syn & 7.79 um2 \\
Number of distinct library cell variants in the gate-level netlist after synthesis & 33 \\
Syn Inst Count & 92 \\
Post-synthesis instance area & 717 um2 \\
\multicolumn{2}{l}{\textbf{Cells and area}} \\
Area overhead of the layout relative to synthesis & 48.5\% \\
Most used cells in the layout excluding fill and tap cells & clkdlybuf4s50\_1, ha\_1, nand2\_1 \\
Clock buffer cells & 0 \\
Final non-filler cell area & 0.00106 mm2 \\
Storage element area & 0 um2 \\
Layout cell share with drive strength beyond 1 & 4.27\% \\
Final Core Density & 22.1\% \\
FF+latch count & 0 \\
Most frequent logic cell in the layout & clkdlybuf4s50\_1 \\
\multicolumn{2}{l}{\textbf{Detailed routing}} \\
Final routed DRC violation total & 0 \\
Average vias per placed instance & 4.02 \\
Iteration-0 DRC Markers & 38 \\
Aggregate routed wire length & 1.94 mm \\
Total via count in the routed design & 740 \\
Final ANT Viol Nets & 0 \\
Detailed-routing iteration count for the pre-antenna-repair pass & 4 \\
Number of antenna diodes & 0 \\
Wire per inst & 10.5 um \\
\multicolumn{2}{l}{\textbf{Floorplanning}} \\
Std-Cell Core Area & 0.00482 mm2 \\
I/O pin total & 26 \\
Chip area & 0.00828 mm2 \\
Std-Cell Rows & 25 \\
Overall die width & 91 um \\
Overall die height & 91 um \\
Starting density of the core & 14.9\% \\
\multicolumn{2}{l}{\textbf{Worst setup path}} \\
Worst-path maximum fanout & 7 \\
Startpoint-to-endpoint class of the critical path & input port to output pin \\
Required time reported for the critical path endpoint & 4.48 ns \\
Kind of capture point of the worst setup path & output pin \\
Worst EP arrival & 3.99 ns \\
Startpoint Class & input port \\
\multicolumn{2}{l}{\textbf{GRT}} \\
Vias in the first global route & 784 \\
Global-route wire length before repair & 3.56 mm \\
Antenna violations before repair & 0 \\
Global-route usage over all layers & 4.88\% \\
Largest net degree at the start of global routing & 13 \\
Total gr overflow & 0 \\
\multicolumn{2}{l}{\textbf{Final timing}} \\
Final Hold Fails & 0 \\
Final Cycle Share & 91.3\% \\
Maximum operating frequency & 196 MHz \\
Slew Viols, Final & 0 \\
Minimum clock period after layout & 5.11 ns \\
Setup total negative slack & 0 ns \\
Unrepaired setup endpoints after global routing & no \\
Least setup slack across all paths after layout & 0.489 ns \\
Remaining max-slew budget at the tightest pin & 72.7\% \\
Final setup fails & 0 \\
Slew @ Worst Pin & 0.404 ns \\
\multicolumn{2}{l}{\textbf{Status}} \\
Run status & completed \\
\multicolumn{2}{l}{\textbf{Worst hold path}} \\
Worst Hold Depth & 5 \\
Min-delay worst type & input port to output pin \\
\multicolumn{2}{l}{\textbf{Place}} \\
Count of buffers inserted at the top-level ports & 26 \\
Final HPWL from detailed placement & 1.79 mm \\
Dpl ws & 0.448 ns \\
Placer Congestion & 0.779 \\
Cell area after placement & 0.00106 mm2 \\
\multicolumn{2}{l}{\textbf{Clocking}} \\
Post-CTS setup buffers & 0 \\
Post\_cts resized & 0 \\
\# hold bufs at CTS & 0 \\
\multicolumn{2}{l}{\textbf{Flow run}} \\
Max\_cap viols & 0 \\
Count of tool warnings & 33 \\
\hline
\end{tabular}
worst max-delay path, cell delays in order:
cell             delay [ns]
clkdlybuf4s50_1        0.47
inv_1                  0.09
ha_1                   0.16
nand2b_1               0.08
o41ai_1                0.36
xor2_1                 0.12
ha_1                   0.38
a21o_1                 0.19
a31o_1                 0.17
a21oi_1                0.16
xnor2_1                0.08
a21oi_1                0.14
clkdlybuf4s50_1        0.48
synthesized netlist by cell type (all sizes together):
master | n | area share [%]
ha | 16 | 28
nand2 | 8 | 4.2
o21ai | 8 | 6.1
a21oi | 7 | 4.9
xor2 | 7 | 11
inv | 6 | 3.1
nor2b | 5 | 4.4
xnor2 | 5 | 6.1
a211oi | 4 | 4.2
a21o | 2 | 2.1
a31oi | 2 | 1.7
clkbuf | 2 | 1.0
mux2i | 2 | 2.8
nand2b | 2 | 1.7
a21boi | 1 | 1.0
a31o | 1 | 1.2
and4 | 1 | 1.2
buf | 1 | 0.52
fa | 1 | 2.8
mux2 | 1 | 1.6
nand3b | 1 | 1.0
nor2 | 1 | 0.52
nor3 | 1 | 0.70
nor4 | 1 | 0.87
nor4b | 1 | 1.2
o2111a | 1 | 1.6
o31ai | 1 | 1.0
o41ai | 1 | 1.2
or3 | 1 | 0.87
or4 | 1 | 1.0
metal layers:
| metal | vias up | track usage, % | part of all wire, % |
|---|---|---|---|
| met3 | 0 | 0.415 | 3.0 |
| met1 | 337 | 5.77 | 43 |
| met5 | - | 0 | 0 |
| met2 | 12 | 9.73 | 54 |
| met4 | 0 | 0 | 0 |
| li1 | 391 | - | - |
cell families after synthesis:
| family | count (synthesis) | share of synthesized area [%] |
|---|---|---|
| mux | 3 | 4.36 |
| compound gates | 28 | 25.1 |
| xor+xnor | 12 | 17.3 |
| fa+ha+maj | 17 | 30.7 |
| buf+inv | 9 | 4.71 |
| simple gates | 23 | 17.8 |
power breakdown:
group	leakage [uW]	switching (uW)	internal, uW
clock network	0	0	0
logic	0.000448	48.8	65.7
registers	0	0	0
total	0.000448	48.8	65.7
path summary, 6_finish.rpt:
| path | slack [ns] | endpoint | from |
|---|---|---|---|
| max | 0.49 | res[7] | b[0] |
| min | 3.32 | res[0] | a[0] |
per-stage QoR:
step	std cells	hold WS [ns]
6_report	184	3.32
5_1_grt	184	3.40
4_1_cts	184	3.34
3_5_place_dp	184	3.33
3_3_place_gp	184	3.34
2_1_floorplan	92	2.37
final cells by class:
type	instances	area (um2)
Multi-Input combinational cell	83	683
Fill cell	540	3750
Tap cell	67	83.8
Timing Repair Buffer	28	275
Inverter	6	22.5
No activity file was given, so power comes from the tool's default toggle rates.
