<file path="/design/flow/design.v">
module FA(input logic [3:0] a,b, input logic cin, output logic [3:0] s, output logic cout);
  logic [3:0] p,g;
  assign p = a ^ b;
  assign g = a & b;
  assign s = p ^ {cin,cin,cin,cin};
  assign cout = g[3] | (p[3] & cin);
endmodule
module RCA(input logic [31:0] a,b, input logic cin, output logic [31:0] s, output logic cout);
  logic [7:0] c;
  FA i1 (a[3:0], b[3:0], cin, s[3:0], c[0]);
  FA i2 (a[7:4], b[7:4], c[0], s[7:4], c[1]);
  FA i3 (a[11:8], b[11:8], c[1], s[11:8], c[2]);
  FA i4 (a[15:12], b[15:12], c[2], s[15:12], c[3]);
  FA i5 (a[19:16], b[19:16], c[3], s[19:16], c[4]);
  FA i6 (a[23:20], b[23:20], c[4], s[23:20], c[5]);
  FA i7 (a[27:24], b[27:24], c[5], s[27:24], c[6]);
  FA i8 (a[31:28], b[31:28], c[6], s[31:28], cout);
endmodule
</file>
<file path="/design/flow/run.sh">
#!/bin/bash
# OpenROAD 26Q1-2900-gdf79404cd8, Yosys 0.63+post, stock flow scripts
make -C /OpenROAD-flow-scripts/flow DESIGN_CONFIG=/design/flow/config.mk WORK_HOME=/design/flow/orfs finish
</file>
<file path="/design/flow/config.mk">
export PLATFORM = sky130hd
export DESIGN_NAME = RCA
export DESIGN_NICKNAME = RCA
export VERILOG_FILES = /design/flow/design.v
export SDC_FILE = /design/flow/constraint.sdc
export NUM_CORES = 4
export LEC_CHECK = 1
export CORE_AREA = 10 10 91 91
export DIE_AREA = 0 0 101 101
</file>
<file path="/design/flow/constraint.sdc">
current_design RCA

set clk_period 12.3
set clk_io_pct 0.2

create_clock -name clk0 -period $clk_period

set non_clock_inputs [all_inputs -no_clocks]
set_input_delay [expr $clk_period * $clk_io_pct] -clock clk0 $non_clock_inputs
set_output_delay [expr $clk_period * $clk_io_pct] -clock clk0 [all_outputs]
</file>
==> notes.md <==
The synthesis and PnR run went through. The worst setup path is launched from an input port. Ratio of routed vias to standard cells landed at 3.52. The number of hold buffers added after CTS was 0. Critical path buffer and inverter count landed at 8. The gate-level netlist out of Yosys references 4 unique cell types. In this run, post-CTS repair resized a total of 0 instances.

Per the post-synthesis stats, the area per cell is 15.7 um^2. Setup TNS landed at 0 ns. Via count of the first global-routing pass landed at 965. Met2 layer wire length in the routed design landed at 1330 um. The flow ran to the end, and the final reports show no timing, DRC or antenna violations. Number of failing setup endpoints in the final timing report landed at 0.

Total of clock buffers placed in the layout landed at 0. Number of slew-limit violations in the final report landed at 0. The biggest area contributor in the post-synthesis netlist is xor3_1.

Leakage dissipation landed at 0.907 nW. Counting stages on the worst path, the most repeated cell is fa_1. Worst path setup slack after routing landed at 2.86 ns. The floorplan step defined a die boundary enclosing 10,200 um^2. Entering global routing, the biggest net connects 5 pins. The routed design uses 1240 um of met3 wire.

The largest individual stage delay along the critical path comes from the cell clkdlybuf4s50_1. Number of antenna-violating nets in the routed design landed at 0. STA on the placed design reports a worst setup slack of 2.82 ns.

Share of Yosys cell area claimed by the top area cell type landed at 0.453. Number of top-level pins landed at 98. In this run the worst hold path is classified as in2out. Sorting the synthesized cells by area gives the leading types as xor3_1 (45%), xnor3_1 (26%), fa_1 (20%), inv_1 (8.6%). Cell area after synthesis landed at 787 um^2. Residual DRC count landed at 0. Per the summary, power density relative to cell area is 53.1 nW/um^2. After floorplanning, the core was divided into 29 placement rows. Routed length on met1 landed at 1300 um. 0 antenna diodes ended up in the layout. Global routing usage summed across all routing layers landed at 0.0739. Overflow left after global routing landed at 0. Weighted congestion reported at the end of routability-driven placement landed at 0.773.

Biggest cell delay along the critical path landed at 0.49 ns. The violation tally recorded at the end of detailed-routing iteration 0 is 0. Signal routing reaches up to met3. Total setup buffers inserted after CTS landed at 0. Biggest fanout along the worst timing path landed at 4. Cell count in the Yosys report landed at 50. Per the OpenROAD floorplan log, the area of the core is 6350 um^2. Compared with the post-synthesis result, the final layout area differs by 137%. The number of antenna violations at the first check in global routing was 0. The worst setup path is captured at an output pin. In the final routed layout, each cell accounts on average for 17.2 um. The worst path needs 9.44 ns of the cycle, external delays included.

The detailed router reported a total wirelength of 3870 um. Looking at the setup timing report, the critical path kind is in2out. Timing would allow up to 0.106 GHz. Worst path arrival time landed at 6.98 ns. Power comes to 0.0000990 W. Walking the worst path, the cells encountered are clkdlybuf4s50_1 > inv_1 > fa_1 > inv_1 > fa_1 > fa_1 > fa_1 > inv_1 > fa_1 > fa_1 > inv_1 > fa_1 > inv_1 > fa_1 > inv_1 > clkdlybuf4s50_1. The final hold violation count recorded for this run is 0. Non-filler instance count after layout landed at 225. Once placement completed, the tool counted placed cells totaling 225. Across the run, the number of max-cap violations was 0.

Transition time at the pin with the least slew margin landed at 0.209 ns. Yosys-reported design area after synthesis landed at 787 um^2. Headroom to the max-slew limit landed at 0.860.

Share of the core filled with cells landed at 0.294. Post-route fraction of the period consumed by the critical path landed at 0.768. First-pass iteration count of the detailed router landed at 1. Grouping stages by cell kind, the critical path spends the most delay in adder cells. Per the detail_route report, the via count comes to 792. In this run the vertical extent of the chip is 101 um. Detailed-placement wirelength estimate landed at 3690 um. Summing over the stages, the warning tally comes to 32. Worst voltage drop across the vdd grid landed at 0.0213 mV.

Number of flip-flops and latches landed at 0. The placement report lists the number of port buffers as 98. Warnings reported by Yosys during synthesis add up to 0. Measured along the x axis, the die boundary spans 101 um.

Wire length of the first global-routing pass landed at 5670 um. Setup repair after global routing left no endpoint under its margin. Required time of the critical path landed at 9.84 ns. The share of the core area taken by cells at floorplan is 0.124. Synthesized instance count landed at 50. Sequential cell area landed at 0 um^2. Per the final layout report, the fraction of cells sized above drive strength 1 comes to 0.

Sequential cell area fraction in the yosys report landed at 0.
-- power by group --
group / leakage (nW) / internal, W / switching [W]
registers: 0 / 0 / 0
logic: 0.907 / 0.0000771 / 0.0000219
clock network: 0 / 0 / 0
-- area by class of cell --
class	count	area, um^2
multi-input combinational	32	719
inverter	18	67.6
tap	77	96.3
timing repair buffer	98	981
fill	636	4490
-- Yosys cell counts --
master / count
xnor3_1: 9
inv_1: 18
xor3_1: 15
fa_1: 8
-- kinds of logic (layout without fill, tap and decap cells) --
group                      Yosys count  after routing  share of synthesized area
xor gates and xnor gates            24             24                      0.711
adders and majority gates            8              8                      0.203
buffers and inverters               18            116                     0.0858
-- per-stage QoR --
| stage | instance area, um^2 | hold slack (ns) |
|---|---|---|
| 2_1_floorplan | 787 | 4.99 |
| 3_3_place_gp | 1860 | 5.92 |
| 3_5_place_dp | 1860 | 5.92 |
| 4_1_cts | 1860 | 5.93 |
| 5_1_grt | 1860 | 5.94 |
| 6_report | 1860 | 5.91 |
-- path summary, 6_finish.rpt --
kind  endpoint  slack, ns  startpoint  cells after the start
max      s[31]       2.86         cin                     16
min      s[25]       5.91       a[25]                      3
-- metal layers --
| layer | vias to the layer above | GRT usage |
|---|---|---|
| met3 | 0 | 0.0839 |
| met5 | - | 0 |
| met4 | 0 | 0 |
| met2 | 98 | 0.107 |
| li1 | 353 | - |
| met1 | 341 | 0.0750 |
-- cells in the final DEF (no fill, tap or decap) --
master and count:
clkdlybuf4s50_1 98, fa_1 8, inv_1 18, xnor3_1 9
xor3_1 15
-- worst min-delay path, cell delays in order --
cell and delay, ns:
clkdlybuf4s50_1 0.41, xnor3_1 0.17, clkdlybuf4s50_1 0.42
Power figures rest on the tool's default switching activity, not on a simulated workload.
