--- run.sh ---
#!/bin/bash
# OpenROAD 26Q1-2900-gdf79404cd8, Yosys 0.63+post, stock flow scripts
make -C /OpenROAD-flow-scripts/flow DESIGN_CONFIG=/design/flow/config.mk WORK_HOME=/design/flow/orfs finish
--- constraint.sdc ---
current_design up_down

set clk_period 1.7
set clk_io_pct 0.2

create_clock -name clk0 -period $clk_period [get_ports {clk}]

set non_clock_inputs [all_inputs -no_clocks]
set_input_delay [expr $clk_period * $clk_io_pct] -clock clk0 $non_clock_inputs
set_output_delay [expr $clk_period * $clk_io_pct] -clock clk0 [all_outputs]
--- config.mk ---
export PLATFORM = sky130hd
export DESIGN_NAME = up_down
export DESIGN_NICKNAME = up_down
export VERILOG_FILES = /design/flow/design.v
export SDC_FILE = /design/flow/constraint.sdc
export NUM_CORES = 4
export LEC_CHECK = 1
export CORE_AREA = 10 10 70 70
export DIE_AREA = 0 0 80 80
--- design.v ---
module up_down#(parameter N = 4)(input logic clk, reset, ctrl, output logic [N-1:0] q);
  always_ff@(posedge clk or posedge reset)
    begin
      if(reset)
        q <= 0;
      else
        begin
          if(ctrl)
            q <= q-1;
          else
            q <= q+1;
        end
    end
endmodule
==> reports/results.txt <==
Status = complete, no violations
Biggest regs = q x4
RSZ-0062 raised after global routing = false
Distinct cells, synth = 8
All-Layer GR Usage = 1.30%
Fin Setup TNS = 0 ps
Max reg flops = 4
Final critical-path required period = 1440 ps
Die ar. = 6400 µm²
Cts hold-fix bufs = 0
Seq share, synth = 48.5%
Crit Path Class = in2reg
Share of cells above drive strength 1 = 15.4%
Core Util at FP = 6.04%
CTS tree = yes
Maximum vdd drop = 0.171 mV
Final Hold Vio Count = 0
Slew margin rel. = 87.4%
Clock buffer count from CTS = 3
Crit path launch type = input port
Port bufs = 6
Routed vias/inst = 2.01
Area grow syn2layout = 67.9%
Initial antenna violation count = 0
Clock Latency Late Sink = 240 ps
Area leader, netlist = dfrtp_1
Leakage = 0.149 nW
Via count = 145
Pwr/cell area = 1370 nW/µm²
Setup repair bufs after CTS = 0
RR Startpoint = q[1]
Worst hold path type = in2async
Tool Warnings = 25
Max Cap Viol = 0
N_diodes = 0
CP Capture Type = flop
Largest net degree at the start of global routing = 5
Avg Inst Size Synth = 12.1 µm²
Antenna Nets Post-Route = 0
Setup violations, final = 0
Total power = 0.475 mW
Pin slew with the least headroom to its limit = 188 ps
Largest reg by FF count = q
Average wire per standard cell = 5.31 µm
Critical Path Start = ctrl
Clk Tree Root Cell = clkbuf_4
First-pass GRT wire length = 703 µm
Max Freq = 0.695 GHz
CTS sink cnt = 4
Clock Skews = 6.44 ps
Top-area cell share = 48.5%
Remaining Overflow, GRT = 0
Part of the cycle the worst path needs = 84.6%
Die Ht = 80 µm
DRC viols = 0
Chip Area, Yosys = 206 µm²
Synthesized area = 206 µm²
First-pass DRT Iterations = 2
Clock transition at path regs = 40 ps
Yosys Instances = 17
Ports = 7
H-tree depth = 1
Die Width = 80 µm
Crit path max fanout = 4
Post-CTS sizing = 0
Initial DRC count = 2
Synth warn = 1
Core Area = 3420 µm²
Clock Path Buffers = 2
RD Place Congestion = 0.726
Routed WL = 382 µm
Arrival time at the worst endpoint = 1600 ps
Worst endpoint required time = 1860 ps
Vias in the first global route = 163
Cells after synthesis = 17
Pins over their slew limit = 0
Registers, synthesis = 4
# rows = 21
Main area contributors after synthesis = dfrtp_1 48%, ha_1 12%, fa_1 9.7%
-- layer usage --
metal	global-route usage, %	wire, µm
met5	0	0
met3	0.682	79
met2	1.69	123
met4	0.704	14
met1	1.68	166
-- layout by cell type (no fill, tap or decap) --
cell type | netlist | routed
clkbuf_4 | 0 | 3
inv_1 | 5 | 5
fa_1 | 1 | 1
a21o_1 | 1 | 1
clkdlybuf4s50_1 | 0 | 6
xor2_1 | 1 | 1
dfrtp_1 | 4 | 4
ha_1 | 2 | 2
xnor2_1 | 2 | 2
a21oi_2 | 1 | 1
-- kinds of logic (layout without fill, tap and decap cells) --
group | after synthesis | after routing | synth area share, %
adder cells (fa/ha/maj) | 3 | 3 | 21.8
XOR/XNOR | 3 | 3 | 12.7
flip-flops | 4 | 4 | 48.5
AND-OR/OR-AND | 2 | 2 | 7.88
buffers and inverters | 5 | 14 | 9.09
-- report_power, final --
part | leakage (nW) | internal (mW) | switching, mW
clock network | 0.0138 | 0.0791 | 0.0414
logic | 0.0859 | 0.129 | 0.0654
registers | 0.0496 | 0.135 | 0.0258
-- worst paths after layout --
path / end / depth (start not counted) / slack [ps]
worst min-delay path: q[3] / 2 / 290
worst max register to register: q[3] / 4 / 520
worst max-delay path: q[3] / 5 / 260
max in group asynchronous: q[0] / 2 / 1250
worst min register to register: q[0] / 1 / 510
min in group clk0: q[0] / 1 / 510
-- cell usage after synthesis --
master / count
xnor2_1: 2
dfrtp_1: 4
inv_1: 5
ha_1: 2
a21oi_2: 1
a21o_1: 1
fa_1: 1
xor2_1: 1
-- stage by stage --
step | cell area, µm² | worst slack (ps) | util (%) | hold slack, ps | instances
global placement | 324 | 17.9 | 9.49 | 486 | 69
detailed placement | 324 | 27.1 | 9.49 | 507 | 69
floorplan | 206 | 576 | - | 106 | 17
finish | 347 | 262 | 10.1 | 286 | 72
global route | 347 | 187 | 10.1 | 293 | 72
CTS | 347 | 264 | 10.1 | 287 | 72
-- cell type report --
type / instances / area, µm²
Fill cell: 397 / 3070
Sequential cell: 4 / 100
Multi-Input combinational cell: 8 / 87.6
Timing Repair Buffer: 6 / 60.1
Tap cell: 46 / 57.6
Clock buffer: 3 / 22.5
Inverter: 5 / 18.8
-- worst max-delay path: stages --
cell	delay (ps)
clkdlybuf4s50_1	560
ha_1	260
a21o_1	180
a21oi_2	140
xnor2_1	120
No activity file was given, so power comes from the tool's default toggle rates.
